--- flow/design.v ---
`timescale 1ns / 1ps
module ImmGen (
InstCode ,
ImmOut
);
input [31:0] InstCode ;
output reg [31:0] ImmOut ;
always @ ( InstCode )
begin
case ( InstCode [6:0])
7'b0000011 : ImmOut = {InstCode[31]? {20{1'b1}}: 20'b0 ,InstCode[31:20]};
7'b0010011 : ImmOut = {InstCode [31]? {20{1'b1}}:20'b0 , InstCode[31:20]};
7'b0100011 : ImmOut = {InstCode [31]? {20{1'b1}}:20'b0 , InstCode[31:25] , InstCode[11:7]};
7'b0010111 : ImmOut = {InstCode[31:12] , 12'b0};
default : ImmOut = {32'b0};
endcase
end
endmodule
--- flow/run.sh ---
#!/bin/bash
# OpenROAD 26Q1-2900-gdf79404cd8, Yosys 0.63+post, stock flow scripts
make -C /OpenROAD-flow-scripts/flow DESIGN_CONFIG=/design/flow/config.mk WORK_HOME=/design/flow/orfs finish
--- flow/config.mk ---
export PLATFORM = sky130hd
export DESIGN_NAME = ImmGen
export DESIGN_NICKNAME = ImmGen
export VERILOG_FILES = /design/flow/design.v
export SDC_FILE = /design/flow/constraint.sdc
export NUM_CORES = 4
export LEC_CHECK = 1
export CORE_AREA = 10 10 70 70
export DIE_AREA = 0 0 80 80
--- flow/constraint.sdc ---
current_design ImmGen

set clk_period 5.6
set clk_io_pct 0.2

create_clock -name clk0 -period $clk_period

set non_clock_inputs [all_inputs -no_clocks]
set_input_delay [expr $clk_period * $clk_io_pct] -clock clk0 $non_clock_inputs
set_output_delay [expr $clk_period * $clk_io_pct] -clock clk0 [all_outputs]
==> results.yml <==
# yosys + openroad results
run_status:
  run_status: "completed"
timing:
  worstMarginPinSlew_ns: 0.717
  layout_min_cycle_time_ns: 4.37
  normalized_max_slew_margin_pct: 52.2
  final_max_slew_viol_count: 0
  final.setup.tns_ns: 0
  finalHoldViolations: 0
  grt_setup_unrepaired: "no"
  setup_viol_count_final: 0
  max_freq_mhz: 229
  period_used_pct: 78.0
placement:
  dpl.hpwl_um: 1930
  io_buffer_count: 64
  placed_cells: 180
  place.gp.congestion: 0.786
clocking:
  cts_setup_buffers: 0
  cts_resized: 0
  post_cts_hold_buffer_count: 0
cells_and_area:
  flops: 0
  fillerInstances: 375
  lay_top_cells: "sky130_fd_sc_hd__clkdlybuf4s50_1 (64), sky130_fd_sc_hd__nand2_1 (19), sky130_fd_sc_hd__a21oi_1 (14)"
  layout-area-overhead-vs-synth_pct: 151
  final_layout_size_suffix_gt1_share_pct: 10.4
  regArea_sq_um: 0
  logic_area_sq_um: 415
  final_cells: 180
  final_core_utilization_pct: 32.8
  top_layout_cell: "sky130_fd_sc_hd__clkdlybuf4s50_1"
  clockBufferCount: 0
worst_setup_path:
  critPathLaunchType: "input port"
  crit_type: "input port to output pin"
  startpoint: "InstCode[5]"
  critical_path.endpoint_type: "output pin"
  critPathMostFrequentCell: "sky130_fd_sc_hd__clkdlybuf4s50_1"
  cpPeakStageDelay_ns: 0.79
  worstPathRequired_ns: 4.48
  worst-endpoint-arrival_ns: 3.25
  crit_buf_inv: 2
  largest_fanout_on_the_critical_path: 20
  timing.critical_path.cells: "clkdlybuf4s50_1 > and4bb_1 > nand2_1 > a21oi_1 > clkdlybuf4s50_1"
  path_depth: 5
  critical_path.slowest_cell: "sky130_fd_sc_hd__and4bb_1"
  critical_path.endpoint: "ImmOut[17]"
  critical_path.top_delay_family: "buffers and inverters"
synth:
  yosys.area.top_type: "sky130_fd_sc_hd__a21oi_2"
  netlist-cell-type-count: 17
  ys_cells: 74
  post_synth_instance_area_sq_um: 447
  synth_cells: 74
  topCellsByArea: "sky130_fd_sc_hd__a21oi_2 (20%), sky130_fd_sc_hd__nand2_1 (16%), sky130_fd_sc_hd__a21oi_1 (16%)"
  yosys.area.top_type_share_pct: 19.6
  yosys.stat.chipArea_sq_um: 447
  yosys.stat.seqShare_pct: 0
  syn_area_per_cell_sq_um: 6.04
  yosysWarningCount: 1
route:
  route.vias.total: 706
  drt-wirelength-per-cell_um: 12.8
  detail_route.wirelength_um: 2300
  routed_via_density: 3.92
  drt_iter0_markers: 5
  number_of_iterations_in_the_first_detailed_routing_pass: 2
  antenna_cells_inserted: 0
  detail_route.drc_violations: 0
  detail-route-antenna-nets: 0
global_routing:
  grt.total_usage_pct: 6.52
  grt.busiest_layer: "met2"
  first_global_vias: 726
  fraction_of_met2_tracks_used_by_global_routing_pct: 8.83
  met3_track_utilization_from_global_routing_pct: 5.23
  grt.overflow.total: 0
  grt_start_max_net_pins: 21
  groute.layer.met1.usage_pct: 8.32
  grt_first_pass_wirelength_um: 3480
  grt_antenna_before_repair: 0
pwr:
  power.ir.vdd_worst_mv: 0.0227
  p_leak_nw: 0.349
  powerDensity_mw_per_mm2: 39.1
run:
  warning_count: 32
  max_cap_violations: 0
floorplan:
  fp.dieArea_sq_mm: 0.00640
  rows: 21
  die-width_um: 80
  floorplan.die.height_um: 80
  initial_core_util_pct: 13.1
  core_sq_mm: 0.00342
  boundaryPins: 64
worst_hold_path:
  worstHoldPathType: "input port to output pin"
## layer usage
layer / share of wire (%) / vias up / wire length [um]
li1: - / 370 / -
met1: 44 / 287 / 1010
met2: 35 / 49 / 798
met3: 22 / 0 / 495
met4: 0 / 0 / 0
met5: 0 / - / 0
## worst min path at each step
| stage | start | endpoint | slack [ns] | cells after the start |
|---|---|---|---|---|
| CTS | InstCode[18] | ImmOut[18] | 3.16 | 4 |
| global route | InstCode[13] | ImmOut[13] | 3.19 | 4 |
| finish | InstCode[18] | ImmOut[18] | 3.15 | 4 |
## Yosys cell counts (all sizes together)
| library cell | number |
|---|---|
| nand2 | 20 |
| and2b | 5 |
| or3 | 1 |
| nor2 | 6 |
| nand3b | 1 |
| nor2b | 2 |
| nor3b | 1 |
| a211oi | 1 |
| clkbuf | 2 |
| and2 | 7 |
| and4bb | 1 |
| buf | 3 |
| a21oi | 24 |
## per-stage QoR
stage	setup slack, ns	total power, W	hold WS (ns)	area, sq um
after floorplan	2.73	0.0000133	2.31	447
after global placement	1.26	0.0000440	3.17	1120
after detailed placement	1.21	0.0000442	3.16	1120
after CTS	1.21	0.0000445	3.16	1120
after global routing	1.04	0.0000479	3.19	1120
final	1.23	0.0000438	3.15	1120
## cells by family (layout without fill, tap and decap cells)
group	after synthesis	after routing	synth area share [%]
buffers and inverters	5	65	7.00
and+or+nand+nor	44	44	53.2
AOI/OAI and AO/OA	25	25	39.8
## worst min-delay path: cells and delay by family
family	cells	cell delay, ns
AND-OR/OR-AND	1	0.05
AND/OR/NAND/NOR	1	0.06
buffers and inverters	2	0.80
## layout make-up
cell class                      instances  area share (%)
Timing Repair Buffer                   65            57.8
Tap cell                               46            5.13
Multi-Input combinational cell         69            37.1
## where the power goes
group	switching, W	internal [W]	leakage, nW
clock	0	0	0
sequential	0	0	0
combinational	0.0000151	0.0000287	0.349
Power figures rest on the tool's default switching activity, not on a simulated workload.
