**flow/constraint.sdc**
```tcl
current_design alu_32

set clk_period 14.3
set clk_io_pct 0.2

create_clock -name clk0 -period $clk_period

set non_clock_inputs [all_inputs -no_clocks]
set_input_delay [expr $clk_period * $clk_io_pct] -clock clk0 $non_clock_inputs
set_output_delay [expr $clk_period * $clk_io_pct] -clock clk0 [all_outputs]
```
**flow/run.sh**
```bash
#!/bin/bash
# OpenROAD 26Q1-2900-gdf79404cd8, Yosys 0.63+post, stock flow scripts
make -C /OpenROAD-flow-scripts/flow DESIGN_CONFIG=/design/flow/config.mk WORK_HOME=/design/flow/orfs finish
```
**flow/design.v**
```verilog
`timescale 1ns / 1ps
 module alu_32(
    input [31:0] A_in,B_in,
    input [3:0] ALU_Sel,
    output[31:0] ALU_Out,
    output reg Carry_Out,
    output     Zero,
    output reg Overflow = 1'b0
 );
 reg [31:0] ALU_Result;
 reg [32:0] temp;
 reg [32:0] twos_com;
 assign ALU_Out = ALU_Result;
 assign Zero = (ALU_Result == 0);
 always @(*)
    begin
    Overflow = 1'b0;
    Carry_Out = 1'b0;
    case(ALU_Sel)
        4'b0000:
            ALU_Result = A_in & B_in;
        4'b0001:
            ALU_Result = A_in & B_in;
        4'b0010:
        begin
            ALU_Result = $signed(A_in) + $signed(B_in);
            temp = {1'b0,A_in} + {1'b0, B_in};
            Carry_Out = temp[32];
            if ((A_in[31] & B_in[31] & ~ALU_Out[31])|(~A_in[31] & ~B_in[31] & ~ALU_Out[31]))
                Overflow = 1'b1;
            else
                Overflow = 1'b0;
        end
        4'b0110:
        begin
             ALU_Result = $signed(A_in)-$signed(B_in);
             twos_com = ~(B_in) + 1'b1;
             if ((A_in[31] & twos_com[31] & ~ALU_Out[31])|(~A_in[31] & ~twos_com[31] & ALU_Out[31]))
                Overflow = 1'b1;
             else
                Overflow = 1'b0;
        end
        4'b0111:
            ALU_Result = ($signed(A_in)<$signed(B_in))?32'd1:32'd0;
        4'b1100:
            ALU_Result = ~(A_in | B_in);
        4'b1111:
            ALU_Result = (A_in==B_in)?32'd1:32'd0;
        default: ALU_Result = A_in + B_in;
    endcase
    end
 endmodule
```
**flow/config.mk**
```make
export PLATFORM = sky130hd
export DESIGN_NAME = alu_32
export DESIGN_NICKNAME = alu_32
export VERILOG_FILES = /design/flow/design.v
export SDC_FILE = /design/flow/constraint.sdc
export NUM_CORES = 4
export LEC_CHECK = 1
export CORE_UTILIZATION = 40
```
==> run summary <==
Figures from the implementation reports.

- For hold timing, the worst endpoint is Carry_Out.
- The vias after detailed routing reads between 6000 and 7000.
- The biggest cell delay along the critical path is just over 0.8 ns.
- The startpoint of the most critical hold path reads B_in[31].
- The cell with the most instances after synthesis is sky130_fd_sc_hd__ha_1.
- The required time reported for the critical path endpoint is around 11 ns.
- Once detailed placement completed, the half-perimeter wirelength came to 18.3 mm.
- The global routing met1 resource utilization reads 46.8%.
- The share of post-route cells with drive strength above 1 is 4.14%.
- The proportion of total power due to net switching is 57.5%.
- The remaining antenna violation count reads 0.
- Before placement the cells fill 41.6% of the core.
- Summing all flip-flop and latch instances after layout gives 0 um^2.
- The number of buffers and inverters on the critical path reads 4.
- 0 antenna diodes ended up in the layout.
- The count of boundary I/O pins is 103.
- The startpoint class of the critical path reads a primary input.
- The proportion of power drawn by flip-flops and latches reads 0%.
- The synthesis area per yosys reads 5600 um^2.
- The unique cell type count in the Yosys netlist is 86.
- The final global-route overflow total is 0.
- The number of hold violations in the final report reads 0.
- In this run the static leakage power is 2.91 nW.
- The internal power summed over all cells is 0.000124 W.
- The shortest period the worst path allows reads between 10 and 15 ns.
- The last weighted congestion value of the routability-driven placer is between 1 and 1.5.
- The layer with the highest usage after global routing is met2.
- The worst hold path class is primary input to primary output.
- The fmax is 91.4 MHz.
- The final max-slew violation count recorded for this run is 0.
- The met2 track demand over resource is roughly half.
- Wires add up to 23.3 mm.
- The overall global routing resource usage is 32.3%.
- The number of max-capacitance violations reported reads 0.
- The number of iterations in the first detailed-routing pass is 5.
- Entering global routing, the biggest net connects 37 pins.
- The share of the synthesized area in the top cell type reads 21.5%.
- The tightest hold path in the finished design has a slack of 6.99 ns.
- The main area contributors are sky130_fd_sc_hd__ha_1 (21%), sky130_fd_sc_hd__a21oi_1 (6.4%), sky130_fd_sc_hd__inv_1 (6.3%).
- The height of the die is approximately 120 um.
- The remaining design rule violation count reads 0.
- The global-route wire length before repair reads around 36 mm.
- The cts-stage hold buffer count is 0.
- The number of standard-cell rows in the floorplan is 42.
- The worst-path cell with the longest stage delay is sky130_fd_sc_hd__clkdlybuf4s50_1.
- After layout, the clock buffer instance count stands at 0.
- The share of the clock period used by the worst path reads 76.5%.
- STA on the placed design reports a worst setup slack of around 3.4 ns.
- The post-synthesis cell count is around 860.
- Setup repair after global routing left no endpoint under its margin.
- Traced cell by cell, the critical path runs through clkdlybuf4s50_1 -> nor4bb_4 -> buf_4 -> a211o_1 -> buf_4 -> o211ai_1 -> o21ai_0 -> or4b_1 -> nor4_1 -> nand3_1 -> or4_1 -> or4_1 -> nor4_2 -> clkdlybuf4s50_1.
- The clock network accounts for 0% of the total power.
- The start-to-end type of the worst setup path is primary input to primary output.
- Per the post-synthesis stats, the area per cell is 6.52 um^2.
- The number of setup violations in the final report reads 0.
- The number of sequential storage elements is 0.
- The cell count in the Yosys report reads about 860.
- The detailed-route vias per instance is ~6.4.
- The sum of negative setup slack is 0 ns.
- The initial antenna violation count was 0.
- The cell area that synthesis handed to floorplanning was 5600 um^2.
- The sequential cell area fraction in the yosys report is 0%.
- The horizontal extent of the die is between 100 and 150 um.
- The combinational cell fraction of total power reads 100.0%.
- The area of the core region reads 13500 um^2.
- Per the OpenROAD power report, switching power amounts to roughly 0.00017 W.
- The commonest cells after synthesis are sky130_fd_sc_hd__ha_1 (96), sky130_fd_sc_hd__inv_1 (94), sky130_fd_sc_hd__nor2_1 (85).
- The worst hold path depth is 5.
- The count of tool warnings reads 96.
- The number of design-rule violations left by the first detailed-router iteration is 827.
- The number of buffer cells added on primary ports is 103.
- The overall die area is 14500 um^2.
- Of all nets on the critical path, the largest fanout is 30.
- The Yosys warning count is 1.
- The run finished with clean final reports.
- The slew at the pin closest to its max-slew limit is about 0.9 ns.
- Post-CTS repair ended up resizing 0 cells.
- Compared with the post-synthesis result, the final layout area differs by 19.9%.
- The number of global-route vias before repair reads about 6300.
- The minimum setup slack in the final design reads 3.36 ns.
- The cell type with the highest aggregate area in the netlist is sky130_fd_sc_hd__ha_1.
- The total power divided by cell area is 43.4 nW/um^2.
- The nature of the critical path endpoint is a primary output.
- The critical path data arrival time reads 8.08 ns.
- The number of post-CTS setup repair buffers reads 0.
- Dividing the detail-routed wire length by the instance count gives 21.4 um.
- The cell type group with the largest total delay on the critical path reads simple AND/OR/NAND/NOR gates.
- Routing resource usage on met3 recorded by global route was 3.90%.
- The maximum vdd drop is roughly 0.023 mV.
- The headroom to the max-slew limit is 40.6%.
-- cells by family (layout without fill, tap and decap cells) --
family / count (synthesis) / count (layout) / share of synthesized area, %
AND-OR/OR-AND: 306 / 306 / 38.9
XOR/XNOR: 5 / 5 / 0.782
adder cells (fa/ha/maj): 98 / 98 / 22.2
buffers and inverters: 149 / 207 / 10.7
multiplexers: 5 / 5 / 0.894
AND/OR/NAND/NOR: 296 / 296 / 26.5
-- worst min-delay path: cells and delay by family --
family	cells	cell delay, ns
buf+inv	2	0.86
simple gates	1	0.05
fa+ha+maj	1	0.24
compound gates	1	0.13
-- through the flow --
stage / total power, W / std cells / utilization [%] / cell area (um^2)
finish: 0.000291 / 1093 / 49.9 / 6710
global route: 0.000315 / 1093 / 49.9 / 6710
detailed placement: 0.000284 / 1093 / 49.9 / 6710
global placement: 0.000285 / 1093 / 49.9 / 6710
floorplan: 0.000167 / 859 / - / 5600
CTS: 0.000286 / 1093 / 49.9 / 6710
-- worst max-delay path by stage --
stage,slack (ns),cells past startpoint,startpoint,endpoint
finish,3.36,14,ALU_Sel[1],Zero
CTS,3.40,15,ALU_Sel[1],Zero
global route,3.07,14,ALU_Sel[1],Zero
-- final cells by class --
class	instances	area, um^2
timing repair buffer	112	1100
tap	176	220
multi-input combinational	710	5030
inverter	95	357
fill	1410	6740
-- per-layer routing --
| metal | part of all wire [%] | wire (um) |
|---|---|---|
| met5 | 0 | 0 |
| met4 | 2.8 | 642 |
| met3 | 8.7 | 2020 |
| met2 | 44 | 10400 |
| met1 | 44 | 10300 |
-- cell usage in the layout (no fill, tap or decap), types with 4 or more instances in the layout --
| cell type | Yosys | routed |
|---|---|---|
| sky130_fd_sc_hd__clkdlybuf4s50_1 | 0 | 103 |
| sky130_fd_sc_hd__a311oi_1 | 4 | 4 |
| sky130_fd_sc_hd__nor4_1 | 20 | 20 |
| sky130_fd_sc_hd__nand3_1 | 28 | 28 |
| sky130_fd_sc_hd__nor3_1 | 25 | 24 |
| sky130_fd_sc_hd__or4_1 | 9 | 9 |
| sky130_fd_sc_hd__o21a_1 | 5 | 5 |
| sky130_fd_sc_hd__or3_1 | 5 | 5 |
| sky130_fd_sc_hd__nand2_1 | 63 | 63 |
| sky130_fd_sc_hd__buf_4 | 2 | 9 |
| sky130_fd_sc_hd__inv_1 | 94 | 94 |
| sky130_fd_sc_hd__a221oi_1 | 11 | 11 |
| sky130_fd_sc_hd__nand4_1 | 7 | 7 |
| sky130_fd_sc_hd__a211oi_1 | 10 | 9 |
| sky130_fd_sc_hd__o21ai_0 | 42 | 42 |
| sky130_fd_sc_hd__o311ai_0 | 4 | 4 |
| sky130_fd_sc_hd__ha_1 | 96 | 96 |
| sky130_fd_sc_hd__nor2_1 | 85 | 85 |
| sky130_fd_sc_hd__nand2b_1 | 5 | 5 |
| sky130_fd_sc_hd__nand4b_1 | 4 | 4 |
| sky130_fd_sc_hd__nor2b_1 | 14 | 14 |
| sky130_fd_sc_hd__o31ai_1 | 10 | 10 |
| sky130_fd_sc_hd__a21o_1 | 13 | 13 |
| sky130_fd_sc_hd__o21bai_1 | 8 | 8 |
| sky130_fd_sc_hd__mux2i_1 | 5 | 5 |
| sky130_fd_sc_hd__o21ai_1 | 6 | 6 |
| sky130_fd_sc_hd__o211ai_1 | 13 | 13 |
| sky130_fd_sc_hd__o22ai_1 | 7 | 7 |
| sky130_fd_sc_hd__o211a_1 | 4 | 4 |
| sky130_fd_sc_hd__o221ai_1 | 6 | 6 |
| sky130_fd_sc_hd__or2_2 | 6 | 6 |
| sky130_fd_sc_hd__a22oi_1 | 26 | 26 |
| sky130_fd_sc_hd__a21oi_1 | 72 | 72 |
| sky130_fd_sc_hd__and2_1 | 5 | 5 |
| sky130_fd_sc_hd__a211o_1 | 5 | 5 |
| sky130_fd_sc_hd__a31oi_1 | 7 | 7 |
| sky130_fd_sc_hd__a221o_1 | 7 | 7 |
| sky130_fd_sc_hd__and3_1 | 4 | 4 |
-- power by group through the flow --
stage / Clock (W) / Combinational [W] / Sequential, W
finish: 0 / 0.000291 / 0
global route: 0 / 0.000315 / 0
CTS: 0 / 0.000286 / 0
Power is estimated from default activity; no workload was simulated.
