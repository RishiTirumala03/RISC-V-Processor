===== flow/run.sh =====
#!/bin/bash
# OpenROAD 26Q1-2900-gdf79404cd8, Yosys 0.63+post, stock flow scripts
make -C /OpenROAD-flow-scripts/flow DESIGN_CONFIG=/design/flow/config.mk WORK_HOME=/design/flow/orfs finish

===== flow/config.mk =====
export PLATFORM = sky130hd
export DESIGN_NAME = InstMem
export DESIGN_NICKNAME = InstMem
export VERILOG_FILES = /design/flow/design.v
export SDC_FILE = /design/flow/constraint.sdc
export NUM_CORES = 4
export LEC_CHECK = 1
export CORE_AREA = 10 10 70 70
export DIE_AREA = 0 0 80 80

===== flow/constraint.sdc =====
current_design InstMem

set clk_period 1.1
set clk_io_pct 0.2

create_clock -name clk0 -period $clk_period

set non_clock_inputs [all_inputs -no_clocks]
set_input_delay [expr $clk_period * $clk_io_pct] -clock clk0 $non_clock_inputs
set_output_delay [expr $clk_period * $clk_io_pct] -clock clk0 [all_outputs]

===== flow/design.v =====
`timescale 1ns / 1ps
module InstMem(input [7:0] addr, output wire [31:0] instruction);
reg[31:0] memory[0:63];
wire[5:0] address = addr[7:2];
initial
begin
memory[0] = 32'h00007033;  
memory[1] = 32'h00100093;  
memory[2] = 32'h00200113;  
memory[3] = 32'h00308193;  
memory[4] = 32'h00408213;  
memory[5] = 32'h00510293;  
memory[6] = 32'h00610313;  
memory[7] = 32'h00718393;  
memory[8] = 32'h00208433;  
memory[9] = 32'h404404b3;  
memory[10] = 32'h00317533;  
memory[11] = 32'h0041e5b3;  
memory[12] = 32'h0041a633;  
memory[13] = 32'h007346b3;  
memory[14] = 32'h4d34f713;  
memory[15] = 32'h8d35e793;  
memory[16] = 32'h4d26a813;  
memory[17] = 32'h4d244893;  
memory[18] = 32'h02b02823;
memory[19] = 32'h03002603;
end
assign instruction = memory[address];
endmodule

==> run summary <==
Reports from this run.

- The largest fanout on the critical path reads 3.
- Checking hold timing, the worst path is listed with class input port to primary output.
- Summed over all cells, the static leakage comes to 0.6969 nW.
- The final reports fail on negative setup slack.
- In the routed netlist, the antenna diode instances number 0.
- The area added between synthesis and finish reads 144.9%.
- Per the OpenROAD floorplan log, the area of the core is 3416 sq um.
- The share of total power in the clock network reads 0%.
- The warning count from the yosys run reads 1.
- The number of max-slew violations in the final report reads 0.
- After routing the design area is roughly 1400 sq um.
- The cell area after synthesis is around 580 sq um.
- The sequential area share after synthesis reads 0%.
- Post-synthesis, Yosys gives the total cell area as about 580 sq um.
- The number of standard cells after synthesis is around 85.
- For this block, the via count after detailed routing is roughly 840.
- The number of top-level design ports is 40.
- The flow ran to the end, but the final reports show violations.
- The share of final-layout standard cells stronger than drive strength 1 is 73.86%.
- The cell area after placement reads between 900 and 1000 sq um.
- Per the OpenROAD floorplan log, the height of the die is ~80 um.
- The detailed router's first-iteration violation count is 24.
- Setup repair after global routing could not meet its margin everywhere.
- Per the timing report, the achievable frequency comes out to around 710 MHz.
- The clock tree buffer count of the final layout is 0.
- Looking at area per cell type in the netlist, the leader is buf_4.
- The ratio of total power to cell area reads approximately 370 nW/um^2.
- The required time reported for the critical path endpoint reads about 0.88 ns.
- The routed wire length is 2.914 mm.
- The critical path class reads input port to primary output.
- In the post-synthesis netlist, the biggest area contributors are buf_4 13%, ha_1 13%, buf_6 9.7%.
- The maximum resistive drop on vdd is 0.0001798 V.
- The cell-internal power reads 0.3068 mW.
- The weighted congestion at the end of routability-driven global placement is between 0.8 and 0.9.
- In the final report, the number of hold violations comes to 0.
- The floorplan step set the die width to 80 um.
- The number of antenna violations at the first check in global routing is 0.
- The power share of the sequential group reads 0%.
- The destination of the worst hold path reads instruction[13].
- The minimum setup slack in the final design is -0.3038 ns.
- The switching power summed over all nets is 0.2256 mW.
- The worst hold path stage count is 3.
- The via count of the first global-routing pass reads approximately 930.
- Each instance of the synthesized netlist takes up on average 6.845 sq um.
- The area of the chip reads 6400 sq um.
- The library cell with the highest instance count after synthesis reads a21oi_1.
- The nature of the critical path endpoint reads a primary output.
- The remaining antenna violation count is 0.
- Using the TritonRoute via totals, the vias-per-cell ratio works out to 4.236.
- The number of placement rows is 21.
- The proportion of power drawn by combinational gates is 100.0%.
- The global routing usage summed across all routing layers is 8.405%.
- Looking at hold timing, the worst path starts from addr[6].
- The first global-routing pass estimated 4.540 mm of wire.
- The final global-route overflow total is 0.
- The OpenROAD warning count reads 43.
- The post-CTS hold buffer count recorded in the log is 0.
- In this run the tool buffered the top-level ports with 29 buffer cells.
- The pin count of the biggest net entering global routing reads 10.
- The clock period minus final worst setup slack reads 1.404 ns.
- In this run switching power makes up 42.38% of total power.
- The number of setup violations in the final report reads 21.
- The element type at the critical path start is an input port.
- The share of the clock period used by the worst path is 127.6%.
- Registers take 0 sq um.
- The number of remaining DRC errors reads 0.
- The number of flip-flops and latches reads 0.
- The number of iterations in the first detailed-routing pass reads 4.
- For this run the detailed placement stage logged an HPWL of between 1.5 and 2 mm.
- The count of distinct cell types in the synthesized netlist reads 27.
- Before placement the cells fill between 15 and 20% of the core.
- The number of standard cells reported by yosys reads 85.
- The number of maximum-capacitance violations recorded for the run is 0.
- The arrival time at the worst endpoint is 1.18 ns.
- Per the synthesis report, the single largest cell type by area occupies about an eighth of cell area.
- The average detailed-routed wire length per instance is 14.64 um.
- The worst setup timing slack at the placement stage reads -1.102 ns.
- The commonest cells after synthesis are 11 x a21oi_1, 10 x buf_4, 9 x nand2_1.
## cell usage in the layout (no fill, tap or decap), drive strengths merged
master         count
and3b              1
dlymetal6s2s       1
and2b              3
o311ai             1
buf               70
o21ai              7
a21oi             11
nand2             10
o31ai              2
a22oi              1
clkbuf             3
conb               8
nor2               7
mux2i              3
inv                6
ha                 6
nor2b              3
clkdlybuf4s15      1
nand3              1
o32ai              1
clkinvlp           1
a32o               1
and3               1
dlygate4sd2        2
a211oi             1
a2bb2oi            1
## critical path, stage by stage
cell and delay, ns:
buf_8 0.11, buf_12 0.12, buf_6 0.11, and3b_2 0.23, buf_6 0.12, o31ai_4 0.15
buf_2 0.13
## per-stage QoR
stage	utilization, %	power, mW	instances	setup TNS, ns	hold slack [ns]
CTS	38.39	0.4707	194	-4.295	0.7909
global placement	28.28	0.3573	167	-22.02	1.554
finish	41.72	0.5323	199	-3.923	0.7498
global route	41.72	0.5751	199	-4.844	0.7722
detailed placement	28.28	0.3584	167	-22.05	1.558
floorplan	-	0.1755	91	-0.04547	0.5350
## metal layers
| metal | wire (um) | part of all wire [%] | global-route usage, % |
|---|---|---|---|
| met1 | 1271 | 44 | 10.74 |
| met2 | 1573 | 54 | 15.49 |
| met3 | 69 | 2.4 | 0.4545 |
| met4 | 0 | 0 | 0.7042 |
| met5 | 0 | 0 | 0 |
## how the worst max path moves through the flow
stage	startpoint	endpoint	slack [ns]	depth (start not counted)
4_1_cts	addr[3]	instruction[13]	-0.32	8
5_1_grt	addr[3]	instruction[13]	-0.37	8
6_report	addr[5]	instruction[20]	-0.30	7
## cell type report
type / count / area [sq um]
fill: 334 / 1991
inverter: 7 / 42.54
multi-input combinational: 69 / 635.6
tap: 46 / 57.56
timing repair buffer: 77 / 689.4
## cell families after synthesis
group / count (synthesis) / share of synthesized area [%]
compound gates: 26 / 29.89
fa+ha+maj: 6 / 12.90
buf+inv: 22 / 27.10
mux: 3 / 5.161
other cells: 2 / 1.291
simple gates: 26 / 23.66
## power by group through the flow
stage	sequential (mW)	clock, mW	combinational [mW]
global route	0	0	0.575
CTS	0	0	0.471
finish	0	0	0.532
## timing repair
action,in CTS,in global routing
endpoints found under the setup margin,24,22
gates cloned,2,0
setup buffers,25,8
pin swaps,19,17
endpoints found under the hold margin,0,0
gates resized,142,32
Power figures rest on the tool's default switching activity, not on a simulated workload.
